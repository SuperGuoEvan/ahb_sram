**flow/design.v**
```verilog
`timescale 1ns / 1ps
module ahs(
	hclk_i,
	hreset_n,
	hsel_i,
	haddr_i,
	htrans_i,
	hwrite_i,
	hsize_i,
	hburst_i,
	hwdata_i,
	hreadyslv_i,
	hready_o,
	hrdata_o,
	hresep_o,
	sram_dout,
	sram_ack,
	sram_cen,
	sram_addr,
	sram_wen,
	sram_din,
	sram_be
	    );
input					hclk_i;		 
input					hreset_n;	 
input					hsel_i;		 
input	[16-1:0]	haddr_i;	 
input	[1:0]			htrans_i;	 
input					hwrite_i;	 
input	[2:0]			hsize_i;	 
input	[2:0]			hburst_i;	 
input	[32-1:0]  hwdata_i;	 
input					hreadyslv_i; 
output					hready_o;	 
output	[32-1:0]  hrdata_o;	 
output	[1:0]			hresep_o;	 
input	[31:0]			sram_dout;	 
input					sram_ack;	 
output					sram_cen;	 
output	[13-1:0]	sram_addr;	 
output					sram_wen;	 
output	[31:0]			sram_din;	 
output	[3:0]			sram_be;	 
reg						hready_o;
reg		[32-1:0]  hrdata_o;
reg						sram_cen;
reg						sram_wen;
reg		[3:0]			sram_be;
reg		[31:0]			sram_din;
reg		[1:0]			ahs_state;   
reg		[1:0]			next_ahs_state ;
reg		[3:0]			ahs_be;		 
reg		[11:0]	sram_addr_int;	 
reg		[31:0]			narrow_wdarta;
wire	[1:0]			hresep_o;
wire	[13-1:0]	sram_addr;    
wire					ahs_sel;
wire	[3:0]			ahs_be_end;	 
parameter				AHS_IDLE	= 0,
						AHS_DATA	= 1;
assign 	ahs_sel  	=	hsel_i  &  hreadyslv_i & (haddr_i[15:13] == 3'b000)	&
						(htrans_i == 2'b10 || htrans_i == 2'b11);
always @(*)
begin
	next_ahs_state  = 2'b00;
	case(1'b1)
	ahs_state[AHS_IDLE]: begin
	  if (ahs_sel)
		  next_ahs_state[AHS_DATA] = 1'b1;
	  else
	      next_ahs_state[AHS_IDLE] = 1'b1;
	end
	ahs_state[AHS_DATA]: begin
	  if (sram_ack_later2 & !ahs_sel)
	    next_ahs_state[AHS_IDLE] = 1'b1;
	  else 
	    next_ahs_state[AHS_DATA] = 1'b1;
    end
	endcase
end
always @(posedge hclk_i or negedge hreset_n)
begin
  if(!hreset_n)
	ahs_state <= 2'b01;
  else
    ahs_state <= next_ahs_state;
end	
always @(posedge hclk_i or negedge hreset_n)
begin
  if (!hreset_n)
	hready_o <= 1'b1;
  else if (ahs_sel & ahs_state[AHS_IDLE]) 
	hready_o <= 1'b0;
  else if (ahs_state[AHS_DATA] & ahs_sel)	
	hready_o <= sram_ack_later;
  else if (ahs_state[AHS_DATA] & (!ahs_sel))
	hready_o <= sram_ack_later_0;
  else
    hready_o <= 1'b1;
end
assign hresep_o = 2'b00;		 
always @(*)
begin
  case (hsize_i)		
  3'b000 : begin				 
	case(haddr_i[1:0])
	2'b00:	ahs_be = 4'b0001;
	2'b01:  ahs_be = 4'b0010;
	2'b10:  ahs_be = 4'b0100;
	2'b11:  ahs_be = 4'b1000;
	endcase
  end
  3'b001 : begin				 
    case(haddr_i[1])
	1'b0:   ahs_be = 4'b0011;
	1'b1:   ahs_be = 4'b1100;
	endcase
  end
  default : ahs_be = 4'b1111;   
  endcase
end
assign ahs_be_end = {ahs_be[3],ahs_be[2],ahs_be[1],ahs_be[0]};
reg	 [3:0]	ahs_be_r;
always @(posedge hclk_i or negedge hreset_n)
  if (!hreset_n)
	ahs_be_r <= 4'b1111;
  else
	ahs_be_r <= ahs_be;
always @(posedge hclk_i or negedge hreset_n)
begin
  if (!hreset_n)
	sram_cen <= 1'b1;
  else if (ahs_sel & hready_o)
    sram_cen <= 1'b0;
  else if (sram_ack &ahs_state[AHS_DATA])   
	sram_cen <= 1'b1;
end
always @(posedge hclk_i or negedge hreset_n)
begin
  if (!hreset_n) begin
	sram_wen 		<= 1'b1;
	sram_addr_int 	<= 12'h000;
	sram_be 		<= 4'b1111;
  end
  else if (ahs_sel & (ahs_state[AHS_IDLE]) || (ahs_state[AHS_DATA])) begin
	sram_wen		<= !hwrite_i;
	sram_addr_int	<= haddr_i[13:2];
	sram_be			<= ahs_be_end;   
  end
end
assign sram_addr   = {sram_addr_int , 2'b00};
always @(posedge hclk_i or negedge hreset_n)
  if(!hreset_n)
	sram_din  <= 32'h0000_0000;
  else 
    sram_din  <= narrow_wdarta;
reg sram_ack_later ; 
always @(posedge hclk_i or negedge hreset_n)
  if(!hreset_n)
    sram_ack_later  <= 1'b0;
  else 
    sram_ack_later  <=  sram_ack;
reg sram_ack_later_0 ; 
always @(posedge hclk_i or negedge hreset_n)
  if(!hreset_n)
    sram_ack_later_0  <= 1'b0;
  else if(sram_ack)
    sram_ack_later_0  <= 1'b1 ;	
  else if (ahs_sel & hready_o)
    sram_ack_later_0  <= 1'b0 ;
reg sram_ack_later2 ; 
always @(posedge hclk_i or negedge hreset_n)
  if(!hreset_n)
    sram_ack_later2  <= 1'b0;
  else 
    sram_ack_later2  <=  sram_ack_later;
always @(posedge hclk_i or negedge hreset_n)
  if(!hreset_n)
    hrdata_o  <= {32{1'b0}};
  else if (sram_ack_later)
    hrdata_o  <=  sram_dout;
always @(*)
  narrow_wdarta <= hwdata_i;
endmodule
```
**flow/run.sh**
```bash
#!/bin/bash
# OpenROAD 26Q1-2900-gdf79404cd8, Yosys 0.63+post, stock flow scripts
make -C /OpenROAD-flow-scripts/flow DESIGN_CONFIG=/design/flow/config.mk WORK_HOME=/design/flow/orfs finish
```
**flow/config.mk**
```make
export PLATFORM = sky130hd
export DESIGN_NAME = ahs
export DESIGN_NICKNAME = ahs
export VERILOG_FILES = /design/flow/design.v
export SDC_FILE = /design/flow/constraint.sdc
export NUM_CORES = 4
export LEC_CHECK = 1
export CORE_UTILIZATION = 40
```
**flow/constraint.sdc**
```tcl
current_design ahs

set clk_period 2.3
set clk_io_pct 0.2

create_clock -name clk0 -period $clk_period [get_ports {hclk_i}]

set non_clock_inputs [all_inputs -no_clocks]
set_input_delay [expr $clk_period * $clk_io_pct] -clock clk0 $non_clock_inputs
set_output_delay [expr $clk_period * $clk_io_pct] -clock clk0 [all_outputs]
```
==> summary.rpt <==
==== FLOW RESULTS ====
----------------------------------------------------
[Final layout]
  Logic area ........................ 703 um^2
  Number of inserted filler cells in the final layout ........................ 471
  Most instantiated logic cells after routing ........................ clkdlybuf4s50_1, dfrtp_1, mux2_2
  Dominant logic cell type in the layout ........................ clkdlybuf4s50_1
  Flop area ........................ 0.00219 mm^2
  Share of layout cells above drive strength 1 ........................ 0.220
  Layout Utilization ........................ 0.725
  Final Cell Area ........................ 0.00504 mm^2
  Synth-to-layout area growth ........................ 70.9%

[CTS]
  CTS-repair resized insts ........................ 0
  Setup Buffers After CTS ........................ 0
  Clock tree from TritonCTS ........................ done
  Quantity of hold-fixing buffers added after cts ........................ 0
  CTS Sinks ........................ 87
  Clock latency on the worst-skew pair ........................ between 0.3 and 0.4 ns
  Maximum number of buffers from clock root to sink ........................ 2
  Clock buffer count from CTS ........................ 9
  Register clock-pin slew on the reported worst setup and hold paths ........................ 0.08 ns
  Clock tree root buffer cell ........................ clkbuf_8
  Htree depth ........................ 3

[Power and ir drop]
  Leakage power summed over all cells ........................ 0.00209 uW
  Power Dens Cells ........................ 802 mW/mm^2
  Maximum ir drop on the vdd rail ........................ roughly 0.00044 V

[Place]
  IO buf count ........................ 171
  Global placer's final weighted congestion ........................ 0.759
  Detailed placement HPWL ........................ 4.96 mm
  Placed Area ........................ 0.00479 mm^2

[Detailed routing]
  ANT nets after route ........................ 0
  DRC marker count from the first detailed-route iteration ........................ 54
  DR vias ........................ 2082
  Uppermost metal layer occupied by signal nets ........................ met4
  Antenna Diode Count ........................ 0
  Detailed-route wire length per cell ........................ roughly 15 um
  Met3 wire length ........................ 958 um
  1st-pass router iterations ........................ 4
  Number of vias per cell after detailed routing ........................ 4.62
  DRC violation count after routing ........................ 0
  Met1 WL ........................ around 2.4 mm
  Aggregate routed wire length ........................ around 6.6 mm
  Total met2 wirelength after detailed routing ........................ 2.98 mm

[Job]
  Tally of max-capacitance violations ........................ 0
  Total number of warnings across the stage logs ........................ 30

[Setup path]
  Slowest library cell on the worst path ........................ dfstp_2
  Crit path DRT ........................ 1.84 ns
  Beginning of the worst register-to-register path ........................ sram_ack_later
  Crit path arrival time ........................ 1.36 ns
  Gate family responsible for the most delay along the worst path ........................ flip-flops
  Worst path cell trace ........................ clkdlybuf4s50_1
  Largest fanout on the critical path ........................ 3
  Length in cells of the worst reg-to-reg path ........................ 2
  Worst reg-to-reg setup slack ........................ 0.92 ns
  Critical Setup Path Class ........................ flip-flop to primary output
  Slowest cell delay on critical path ........................ about 0.55 ns
  Startpoint class of the critical path ........................ flip-flop
  FF-to-FF End ........................ hrdata_o[7]
  Critical path buffer and inverter count ........................ 1
  Critical Path End Type ........................ primary output

[Timing]
  Setup repair after global routing missed its margin ........................ no
  Final count of hold timing violations ........................ 0
  Layout Skew ........................ about 0.0074 ns
  Part of the cycle the worst path needs ........................ 0.789
  Headroom to the max-slew limit ........................ 0.611
  Shortest clock period the worst path allows after layout ........................ 1.82 ns
  Max-slew violation count ........................ 0
  Setup tns final ........................ 0 ns
  Setup violation total in the final timing report ........................ 0
  Measured slew at the worst slew-check pin ........................ around 0.58 ns
  Fmax ........................ 0.551 GHz

[Global routing]
  Antenna violations before repair ........................ 0
  Pin count of the biggest net entering global routing ........................ 47
  Wire length of the first global-routing pass ........................ 10.5 mm
  Remaining global-route overflow ........................ 0
  Global-route usage over all layers ........................ 0.190
  Number of global-route vias before repair ........................ between 2000 and 2500

[Worst hold path]
  Path class of the lowest-slack min-delay path ........................ input port to async pin

[Floorplanning]
  Overall die area ........................ 0.00771 mm^2
  Height of the die ........................ 87.8 um
  Die width ........................ 87.8 um
  Number of standard-cell rows in the floorplan ........................ 30
  Starting Density ........................ 0.424
  I/O pin count ........................ 180
  Core box area ........................ 0.00694 mm^2

[Synthesis]
  Gate count of the mapped netlist ........................ around 170
  Mean instance size in the synthesized netlist ........................ 17.3 um^2
  Number of synthesized register bits ........................ 87
  Synth warnings ........................ 1
  Distinct cell type count after synthesis ........................ 23
  Top cell type's share of synthesized area ........................ 0.671
  Synth area leaders ........................ dfrtp_1, mux2_2, dfstp_2, buf_4, a31oi_4
  Cell type with the highest aggregate area in the netlist ........................ dfrtp_1
  Yosys stat area ........................ 0.00295 mm^2
  Post-synth seq share ........................ 0.742
  Mapped Area ........................ 0.00295 mm^2
  Cell count listed in synth_stat.txt ........................ 170

[Outcome]
  Status ........................ finished, final reports clean

----------------------------------------------------
-- worst max path at each step --
| stage | to | start | slack [ns] | cells past startpoint |
|---|---|---|---|---|
| 6_report | hready_o | hready_o | 0.48 | 1 |
| 5_1_grt | hready_o | hready_o | 0.44 | 1 |
| 4_1_cts | hready_o | hready_o | 0.45 | 1 |
-- synth_stat cells --
cell type	instances
dfrtp_1	79
mux2_2	47
dfstp_2	8
nor2_1	5
buf_4	4
o21ai_0	4
a21oi_1	3
buf_2	3
inv_1	2
nand3_1	2
a21o_1	1
a31oi_4	1
a32oi_1	1
and4b_2	1
buf_6	1
clkbuf_1	1
conb_1	1
mux2i_1	1
nand4b_1	1
nor2b_1	1
nor3_1	1
o22a_1	1
o31ai_1	1
-- area by class of cell --
class	instances	area share
sequential	87	0.434
timing repair buffer	175	0.353
multi-input combinational	75	0.140
clock buffer	12	0.0328
tap	96	0.0239
clock inverter	4	0.0152
inverter	2	0.00149
-- layer usage --
metal  vias to the layer above  GRT usage
met2                       117      0.273
met1                      1004      0.272
met5                         -          0
li1                        944          -
met3                        17     0.0992
met4                         0     0.0447
-- sequential cells by signal, summed over array words and instances (netlist names), 2 cells and up --
signal / flops
ahs_state: 2
hrdata_o: 32
sram_addr_int: 11
sram_be: 4
sram_din: 32
-- cells by family after synthesis --
group / Yosys count / synth area share
multiplexers: 48 / 0.183
AND/OR/NAND/NOR: 11 / 0.0204
other: 1 / 0.00127
flip-flops: 87 / 0.742
AND-OR/OR-AND: 12 / 0.0302
buffers and inverters: 11 / 0.0229
-- through the flow --
stage                     power, uW  hold slack [ns]  cells  setup WS [ns]
after floorplan                2160            0.164    173          0.703
after global placement         2860            0.456    435          0.300
after detailed placement       2880            0.459    435          0.277
after CTS                      4110            0.129    451          0.452
after global routing           4280            0.158    451          0.437
final                          4040            0.110    451          0.485
-- where the power goes --
group,leakage [uW],switching [uW],internal [uW]
registers,0.00101,123,1810
clock network,0.000119,506,703
logic,0.000964,185,710
total,0.00209,814,3220
-- worst reg2reg max path, stage by stage, from the launching register on --
cell     delay (ns)
dfrtp_1        0.66
buf_12         0.25
mux2_2         0.36
Power figures rest on the tool's default switching activity, not on a simulated workload.
